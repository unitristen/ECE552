**config.mk**
```make
export PLATFORM = sky130hd
export DESIGN_NAME = idex
export DESIGN_NICKNAME = idex
export VERILOG_FILES = /design/flow/design.v
export SDC_FILE = /design/flow/constraint.sdc
export NUM_CORES = 4
export LEC_CHECK = 1
export CORE_UTILIZATION = 50
```
**constraint.sdc**
```tcl
current_design idex

set clk_period 1.4
set clk_io_pct 0.2

create_clock -name clk0 -period $clk_period [get_ports {clk}]

set non_clock_inputs [all_inputs -no_clocks]
set_input_delay [expr $clk_period * $clk_io_pct] -clock clk0 $non_clock_inputs
set_output_delay [expr $clk_period * $clk_io_pct] -clock clk0 [all_outputs]
```
**design.v**
```verilog
module BitCell( input clk,  input rst, input D, input WriteEnable, input ReadEnable1, input ReadEnable2, inout Bitline1, inout Bitline2);
wire q;
dff ff(.q(q), .d(D), .wen(WriteEnable), .clk(clk), .rst(rst));
assign Bitline1 = (ReadEnable1) ? q : 1'bz;
assign Bitline2 = (ReadEnable2) ? q : 1'bz;
endmodule 
module dff (q, d, wen, clk, rst);
    output         q;  
    input          d;  
    input 	   wen;  
    input          clk;  
    input          rst;  
    reg            state;
    assign q = state;
    always @(posedge clk) begin
      state = rst ? 0 : (wen ? d : state);
    end
endmodule
module idex(input clk, rst, stall_reset, flush, write, stall_in, ifid_flush, input[2:0] idex_nvz, input [15:0] inst_data, pc, SrcData1, SrcData2, output stall_out, flush_out, flush_out2, output [15:0] inst_data_pl, pc_pl, SrcData1_pl, SrcData2_pl);
wire reset;
assign reset = rst | stall_reset;
register_16b inst_reg(.clk(clk), .rst(reset|flush), .write_en(write), .data_in(inst_data), .data_out(inst_data_pl));
register_16b SrcData1_reg(.clk(clk), .rst(reset), .write_en(write), .data_in(SrcData1), .data_out(SrcData1_pl));
register_16b SrcData2_reg(.clk(clk), .rst(reset), .write_en(write), .data_in(SrcData2), .data_out(SrcData2_pl));
register_16b pc_reg(.clk(clk), .rst(reset|flush), .write_en(write), .data_in(pc), .data_out(pc_pl));
dff stall(.q(stall_out), .d(stall_in), .wen(write), .clk(clk), .rst(rst));
dff flushff(.q(flush_out), .d(flush), .wen(write), .clk(clk), .rst(reset));
dff flush2ff(.q(flush_out2), .d(ifid_flush), .wen(write), .clk(clk), .rst(reset));
endmodule
module register_16b(input clk, rst, write_en, input[15:0] data_in, output [15:0] data_out);
	dff bit0(.q(data_out[0]), .d(data_in[0]), .wen(write_en), .clk(clk), .rst(rst));
	dff bit1(.q(data_out[1]), .d(data_in[1]), .wen(write_en), .clk(clk), .rst(rst));
	dff bit2(.q(data_out[2]), .d(data_in[2]), .wen(write_en), .clk(clk), .rst(rst));
	dff bit3(.q(data_out[3]), .d(data_in[3]), .wen(write_en), .clk(clk), .rst(rst));
	dff bit4(.q(data_out[4]), .d(data_in[4]), .wen(write_en), .clk(clk), .rst(rst));
	dff bit5(.q(data_out[5]), .d(data_in[5]), .wen(write_en), .clk(clk), .rst(rst));
	dff bit6(.q(data_out[6]), .d(data_in[6]), .wen(write_en), .clk(clk), .rst(rst));
	dff bit7(.q(data_out[7]), .d(data_in[7]), .wen(write_en), .clk(clk), .rst(rst));
	dff bit8(.q(data_out[8]), .d(data_in[8]), .wen(write_en), .clk(clk), .rst(rst));
	dff bit9(.q(data_out[9]), .d(data_in[9]), .wen(write_en), .clk(clk), .rst(rst));
	dff bit10(.q(data_out[10]), .d(data_in[10]), .wen(write_en), .clk(clk), .rst(rst));
	dff bit11(.q(data_out[11]), .d(data_in[11]), .wen(write_en), .clk(clk), .rst(rst));
	dff bit12(.q(data_out[12]), .d(data_in[12]), .wen(write_en), .clk(clk), .rst(rst));
	dff bit13(.q(data_out[13]), .d(data_in[13]), .wen(write_en), .clk(clk), .rst(rst));
	dff bit14(.q(data_out[14]), .d(data_in[14]), .wen(write_en), .clk(clk), .rst(rst));
	dff bit15(.q(data_out[15]), .d(data_in[15]), .wen(write_en), .clk(clk), .rst(rst));
endmodule
```
**run.sh**
```bash
#!/bin/bash
# OpenROAD 26Q1-2900-gdf79404cd8, Yosys 0.63+post, stock flow scripts
make -C /OpenROAD-flow-scripts/flow DESIGN_CONFIG=/design/flow/config.mk WORK_HOME=/design/flow/orfs finish
```
==> impl_metrics.tcl <==
# place-and-route summary
set metrics [dict create \
    status "finished clean" \
    fmax_ghz 0.8485 \
    p_leak_nw 2.196 \
    crit_path_max_fanout 19 \
    cts_hold_repair.buffers 0 \
    use_met2_pct 27.26 \
    grt_max_degree 36 \
    swShare_pct 21.02 \
    internal_power_mw 3.102 \
    grt_pass1_wl_um 8542 \
    chipArea_um2 6086 \
    cp_cell_sequence "clkdlybuf4s50_1 -> or3_1 -> buf_4 -> nor2_1" \
    totalWireLength_um 5407 \
    cts_num_sinks 67 \
    cts-htree-levels 3 \
    yosys_area_um2 2889 \
    final_layout_size_suffix_gt1_share_pct 23.76 \
    edf_count 0 \
    first_iter_violations 60 \
    vias_per_cell 4.454 \
    combPwrFrac_pct 12.2 \
    required_ns 1.66 \
    finalCriticalPeriod_ns 1.179 \
    power_mw 3.927 \
    busiest_layer "met2" \
    syn_to_final_growth_pct 40.06 \
    cts_made_buffers 9 \
    async_reset_ff_share_pct 0 \
    cap_violations 0 \
    initial_core_util_pct 52.15 \
    hold_path.class "flop to flop" \
    placed_cells 419 \
    area_leaders "dfxtp_1, mux2i_1, buf_4, nor2_1, buf_6" \
    antenna_found_initial 0 \
    clock_skew_ns 0 \
    synthTopCellsByCount "dfxtp_1, mux2i_1, nor2_1" \
    path_class "input port to flop" \
    ys_cells 283 \
    max_slew.worst_pin.slew_ns 0.2552 \
    postCtsSetupBuffers 0 \
    cts_resized 115 \
    ys.flops 67 \
    instances_no_fill 434 \
    gp_congestion 0.7600 \
    arrival_ns 1.44 \
    relSlewSlack_pct 82.99 \
    syn_area_per_cell_um2 10.21 \
    yosysWarningCount 3 \
    pre_cts_ws_ns -0.1028 \
    die_width_um 78.02 \
    slowest_stage "clkdlybuf4s50_1" \
    cts.clk_slew.worst_paths_ns 0.07 \
    grt_pass1_vias 1854 \
    timing_hold_violations_final 0 \
    ir_drop_mv 0.6835 \
    track_usage_pct 18.10 \
    pwr-share-seq_pct 50.6 \
    warning_count 29 \
    start_kind "input port" \
    use_met1_pct 26.65 \
    flop_cell "dfxtp_1" \
    io_pins 141 \
    synth_cell_type_count 9 \
    portBuffers 137 \
    worst_slack_ns 0.2214 \
    chipHeight_um 78.02 \
    antenna_left 0 \
    wire_per_inst_um 12.46 \
    top_area_share_pct 46.43 \
    worst-path-buf-inv 2 \
    top_area_cell "dfxtp_1" \
    dr.pass1.iters 3 \
    overflow 0 \
    powerDensity_nw_per_um2 970.5 \
    antennaDiodeCount 0 \
    cpPeakStageDelay_ns 0.41 \
    clock_latency_ns 0.32 \
    rsz0062_at_grt "no" \
    grt_use_met3_pct 5.903 \
    vias 1933 \
    power.switching_uw 825.4 \
    finalMaxSlewViolations 0 \
    clkPwrFrac_pct 37.2 \
    cts_tree "done" \
    yosysSeqAreaShare_pct 46.43 \
    min_period_over_period_pct 84.18 \
    route.detailed.drc 0 \
    critPathTopFamily "buffers and inverters" \
    cts_root_buf "clkbuf_8" \
    whs_ns 0.4778 \
    place_hpwl_um 3776 \
    synth_cells 283 \
    setup-violations-final 0 \
    cp-end-kind "flop" \
    syn_area_um2 2889 \
    clockBufferDepth 2 \
    coreArea_um2 5540 \
    num_rows 27 \
]
power groups by stage:
| stage | clock network (mW) | registers (mW) | logic (mW) |
|---|---|---|---|
| final | 1.46 | 1.99 | 0.478 |
| after global routing | 1.60 | 1.99 | 0.521 |
| after CTS | 1.52 | 1.99 | 0.488 |
layout make-up:
type / instances / area [um^2]
fillers: 427 / 1494
flip-flops and latches: 67 / 1424
repair buffers: 144 / 1423
multi-input cells: 136 / 934.6
clock buffers: 12 / 135.1
well taps: 72 / 90.09
clock inverters: 3 / 40.04
final timing paths:
path / startpoint / end / slack [ns] / cells past startpoint
hold / removal: pc_reg.bit9.state / pc_reg.bit9.state / 0.48 / 2
hold reg to reg: pc_reg.bit9.state / pc_reg.bit9.state / 0.48 / 2
setup reg to reg: inst_reg.bit6.state / inst_reg.bit6.state / 0.78 / 2
setup / recovery: flush / pc_reg.bit7.state / 0.22 / 4
per-stage QoR:
stage | util [%] | area (um^2) | setup TNS, ns
finish | 73.04 | 4046 | 0
CTS | 72.27 | 4004 | 0
global placement | 68.81 | 3812 | -2.049
detailed placement | 68.81 | 3812 | -2.555
floorplan | - | 2889 | 0
global route | 73.04 | 4046 | 0
metal layers:
| metal | part of all wire [%] | wire, um |
|---|---|---|
| met5 | 0 | 0 |
| met4 | 1.6 | 87 |
| met3 | 9.1 | 494 |
| met2 | 43 | 2305 |
| met1 | 47 | 2519 |
worst min-delay path, cell delays in order (launching register included):
cell	delay (ns)
dfxtp_2	0.32
mux2i_1	0.05
nor2_1	0.07
logic make-up (layout without fill, tap and decap cells):
| family | Yosys count | count (layout) | synth area share, % |
|---|---|---|---|
| multiplexers | 67 | 67 | 23.21 |
| flip-flops | 67 | 67 | 46.43 |
| buffers and inverters | 80 | 159 | 21.22 |
| AND/OR/NAND/NOR | 69 | 69 | 9.138 |
cell usage in the layout, fill, tap and decap left out, drive strengths merged:
master         count
mux2i             67
dlygate4sd2       51
or2                1
dlymetal6s2s      16
bufinv             1
buf                8
clkdlybuf4s50     69
clkbuf            12
clkinv             2
nor2              67
or3                1
dfxtp             67
Power figures rest on the tool's default switching activity, not on a simulated workload.
